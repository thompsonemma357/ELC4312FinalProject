===== flow/config.mk =====
export PLATFORM = sky130hd
export DESIGN_NAME = pdm_cic_decimator
export DESIGN_NICKNAME = pdm_cic_decimator
export VERILOG_FILES = /design/flow/design.v
export SDC_FILE = /design/flow/constraint.sdc
export NUM_CORES = 4
export LEC_CHECK = 1
export CORE_UTILIZATION = 30
export SYNTH_HDL_FRONTEND = slang

===== flow/constraint.sdc =====
current_design pdm_cic_decimator

set clk_period 29.7
set clk_io_pct 0.2

create_clock -name clk0 -period $clk_period [get_ports {clk}]

set non_clock_inputs [all_inputs -no_clocks]
set_input_delay [expr $clk_period * $clk_io_pct] -clock clk0 $non_clock_inputs
set_output_delay [expr $clk_period * $clk_io_pct] -clock clk0 [all_outputs]

===== flow/design.v =====
module pdm_cic_decimator(
    input  logic                  clk,
    input  logic                  rst,
    input  logic                  sample_en,
    input  logic                  sampled_bit,
    output logic signed [15:0]    pcm_sample,
    output logic                  pcm_valid
);
    logic signed [1:0] x, n_x;
    logic signed [31:0] integ0, integ1, n_integ0, n_integ1;
    logic        [5:0]  dec_cnt, n_dec_cnt;
    logic signed [31:0] comb_d0, comb_d1, n_comb_d0, n_comb_d1;
    logic signed [15:0] p_sample, n_p_sample;
    logic               p_valid,  n_p_valid;
    logic signed [31:0] y0, y1, y_norm;
    always_ff @(posedge clk or posedge rst) begin
        if (rst) begin
            integ0   <= '0;
            integ1   <= '0;
            dec_cnt  <= '0;
            comb_d0  <= '0;
            comb_d1  <= '0;
            p_valid  <= 1'b0;
            p_sample <= '0;
            x        <= '0;
        end else begin
            integ0   <= n_integ0;
            integ1   <= n_integ1;
            dec_cnt  <= n_dec_cnt;
            comb_d0  <= n_comb_d0;
            comb_d1  <= n_comb_d1;
            p_valid  <= n_p_valid;
            p_sample <= n_p_sample;
            x        <= n_x;
        end
    end
    always_comb begin
        n_x        = sampled_bit ? 2'sd1 : -2'sd1;
        n_integ0   = integ0;
        n_integ1   = integ1;
        n_dec_cnt  = dec_cnt;
        n_comb_d0  = comb_d0;
        n_comb_d1  = comb_d1;
        n_p_sample = p_sample;
        n_p_valid  = 1'b0;
        if (sample_en) begin
            n_integ0 = integ0 + n_x;
            n_integ1 = integ1 + n_integ0;
            if (dec_cnt == 6'd63) begin
                n_dec_cnt = '0;
                y0        = n_integ1 - comb_d0;
                n_comb_d0 = n_integ1;
                y1        = y0 - comb_d1;
                n_comb_d1 = y0;             
                y_norm = y1 >>> 12;
                if (y_norm > 32'sd32767)      
                    n_p_sample = 16'sd32767;
                else if (y_norm < -32'sd32768) 
                    n_p_sample = -16'sd32768;
                else                            
                    n_p_sample = y_norm[15:0];
                n_p_valid = 1'b1;
            end else begin
                n_dec_cnt = dec_cnt + 6'd1;
            end
        end
    end
    assign pcm_sample = p_sample;
    assign pcm_valid  = p_valid;
endmodule

===== flow/run.sh =====
#!/bin/bash
# OpenROAD 26Q1-2900-gdf79404cd8, Yosys 0.63+post, stock flow scripts
make -C /OpenROAD-flow-scripts/flow DESIGN_CONFIG=/design/flow/config.mk WORK_HOME=/design/flow/orfs finish

==> flow_summary.yaml <==
# implementation run metrics
logic_synthesis:
  synth_seq_share_pct: 33.8
  yosys_area_sq_um: 11200
  netlist_area_sq_um: 11200
  numSynthFlops: 151
  synth-edff-count: 0
  area_leaders: "dfrtp_1 (34%), ha_1 (14%), mux2_2 (7.4%)"
  synth_cell_types: 68
  synth.most_common_cell: "dfrtp_1"
  flop_cell: "dfrtp_1"
  top_area_share_pct: 33.8
  yosysTopAreaCell: "dfrtp_1"
  ys_top_cells_by_count: "dfrtp_1 (151), ha_1 (124), a21oi_1 (102), inv_1 (101), o21ai_0 (99)"
  yosysCellCount: 1202
  synth_area_per_cell_sq_um: 9.31
  syn_inst: 1202
  ys_async_sr_fraction_pct: 100
  yosys_warnings: 0
final_timing:
  finalWorstSetupSlack_ns: 15.04
  timing.setup.tns_ns: 0
  maxSlewHeadroom_pct: 44.9
  max_freq_mhz: 68.2
  worst_slew_pin_slew_ns: 0.826
  skew_ns: 0.0126
  period_used_pct: 49.4
  post-route-min-period_ns: 14.66
  drv_slew: 0
  setup_viol: 0
  final_hold_viol_count: 0
  holdWs_ns: 0.486
  rsz0062_at_grt: "no"
final_layout:
  fillCellCount: 3562
  drive_gt1_share_pct: 11.4
  syn_to_final_growth_pct: 11.4
  fin_util_pct: 34.0
  fin_cells: 1702
  final-comb-area_sq_um: 6920
  register_area_sq_um: 3780
critical_path:
  crit_type: "in -> reg"
  crit_path_end_kind: "flop"
  cp_data_arrival_time_ns: 14.97
  cp_slowest_stage_delay_ns: 0.61
  timing.critical_path.from: "sampled_bit"
  critPathSlowestCell: "a2111oi_0"
  timing.rr.start: "integ0[0]"
  critPathMostFrequentCell: "a21oi_1"
  endpoint: "pcm_sample[7]"
  reg2reg_slack_ns: 20.91
  path_buffers: 4
  cp.depth: 39
  cpLargestDelayFamily: "AND-OR/OR-AND gates"
  critical_path.startpoint_type: "input port"
  cp.required_ns: 30.01
  reg2reg_to: "pcm_sample[7]"
  crit_fanout: 32
  ff2ff_path_depth: 36
placed_design:
  dp.cells: 1670
  dpl_worst_slack_ns: 14.69
  portBuffers: 20
  place_congestion: 0.869
  hpwl_um: 15300
clock_tree:
  cts_buffer_depth: 2
  ctsHoldBuffers: 0
  cts.clk_slew.worst_paths_ns: 0.07
  cts_tree: "built"
  cts.sinks: 151
  clkLatencyLatePin_ns: 0.43
  post_cts_buffers: 0
  htree_num_levels: 4
  root_buffer: "clkbuf_16"
  cts_inserted_buffers: 17
  cts_resized: 0
floorplanning:
  fp.dieH_um: 195
  rows: 70
  core-area_sq_um: 36700
  io_pins: 21
  chipArea_sq_um: 38100
  die_width_um: 195
  fp_util_pct: 30.5
route:
  antenna_cells: 0
  drt-total-wl_um: 20900
  drtIter0Drc: 341
  detail-route-antenna-nets: 0
  via_per_inst: 4.85
  vias: 8251
  drc: 0
  wire_per_inst_um: 12.3
  drt_first_pass_iters: 5
flow_run:
  tool_warnings: 26
  maxCapViolCount: 0
global_routing:
  antenna_found_initial: 0
  grt_pass1_wl_um: 37400
  grt_max_degree: 77
  grt_pass1_vias: 7825
  grt.total_usage_pct: 11.8
  grt_overflow: 0
min_path:
  worstHoldPathType: "reg -> reg"
outcome:
  outcome: "complete, no violations"
metrics by stage:
| step | area, sq um |
|---|---|
| after floorplan | 11200 |
| after global placement | 11900 |
| after detailed placement | 11900 |
| after CTS | 12500 |
| after global routing | 12500 |
| final | 12500 |
cell usage in the layout (no fill, tap or decap), drive strengths merged, types with 16 or more instances in the layout:
master and instances:
a21o 48, a21oi 102, clkbuf 18, clkdlybuf4s50 19, dfrtp 151, ha 124
inv 107, mux2 74, nand2 90, nand2b 16, nand3 21, nor2 78
o21a 19, o21ai 103, o22ai 16, xnor2 82, xor2 27
registers in the layout (all words and copies together), names as in the netlist:
register and flops:
comb_d0 32, comb_d1 32, integ0 32, pcm_sample 16, dec_cnt 6, pcm_valid 1
integ1 32
final cells by class:
cell class / count / area share, %
Inverter: 101 / 3.08
Clock inverter: 14 / 0.913
Sequential cell: 151 / 30.3
Multi-Input combinational cell: 924 / 55.5
Clock buffer: 18 / 3.52
Tap cell: 468 / 4.70
Timing Repair Buffer: 26 / 1.93
cell families after synthesis:
| group | count (synthesis) | share of synthesized area, % |
|---|---|---|
| AND-OR/OR-AND | 362 | 21.0 |
| flip-flops | 151 | 33.8 |
| multiplexers | 76 | 7.63 |
| XOR/XNOR | 110 | 8.82 |
| AND/OR/NAND/NOR | 249 | 9.96 |
| adder cells (fa/ha/maj) | 127 | 14.4 |
| buffers and inverters | 127 | 4.39 |
how the worst min path moves through the flow:
stage	start	endpoint	slack, ns	cells after the start
5_1_grt	integ0[31]	integ0[31]	0.50	1
4_1_cts	integ0[31]	integ0[31]	0.49	1
6_report	dec_cnt[5]	dec_cnt[5]	0.49	1
metal layers:
metal / share of wire (%) / GRT usage (%) / wire length [um]
met5: 0 / 0 / 0
met4: 1.2 / 1.28 / 251
met3: 2.4 / 1.73 / 498
met2: 43 / 17.9 / 9060
met1: 53 / 18.6 / 11100
