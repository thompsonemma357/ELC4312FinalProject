[flow/config.mk]
export PLATFORM = sky130hd
export DESIGN_NAME = pdm_clk_gen
export DESIGN_NICKNAME = pdm_clk_gen
export VERILOG_FILES = /design/flow/design.v
export SDC_FILE = /design/flow/constraint.sdc
export NUM_CORES = 4
export LEC_CHECK = 1
export CORE_AREA = 10 10 70 70
export DIE_AREA = 0 0 80 80
export SYNTH_HDL_FRONTEND = slang
[flow/constraint.sdc]
current_design pdm_clk_gen

set clk_period 1.6
set clk_io_pct 0.2

create_clock -name clk0 -period $clk_period [get_ports {clk}]

set non_clock_inputs [all_inputs -no_clocks]
set_input_delay [expr $clk_period * $clk_io_pct] -clock clk0 $non_clock_inputs
set_output_delay [expr $clk_period * $clk_io_pct] -clock clk0 [all_outputs]
[flow/run.sh]
#!/bin/bash
# OpenROAD 26Q1-2900-gdf79404cd8, Yosys 0.63+post, stock flow scripts
make -C /OpenROAD-flow-scripts/flow DESIGN_CONFIG=/design/flow/config.mk WORK_HOME=/design/flow/orfs finish
[flow/design.v]
`timescale 1ns / 1ps
module pdm_clk_gen(
    input logic clk,
    input logic rst,
    output logic pdm_clk
    );
    logic [3:0] cnt;  
    logic [3:0] n_cnt;
    logic pdm_value;
    logic n_pdm_value;
    always_ff @(posedge clk or posedge rst) begin
        if (rst) begin
            cnt     <= 0;
            pdm_value <= 1'b0;
        end else begin
            cnt <= n_cnt;
            pdm_value <= n_pdm_value;
        end
    end
    always_comb begin
        if (cnt >= 15) begin
                n_cnt = 0;
                n_pdm_value = ~pdm_value;
            end else begin
                n_cnt = cnt + 1'b1;
                n_pdm_value = pdm_value;
            end
    end
    assign pdm_clk = pdm_value;
endmodule
==> impl_metrics.py <==
# Metrics from the implementation run
metrics = {
    "worst_setup_path": {
        "end_kind": "output port",
        "path_delay_family": "buffers and inverters",
        "startpoint_type": "flop",
        "worstSetupPathType": "flop to output port",
        "max_stage_delay_ps": 470,
        "path_cells": "clkdlybuf4s50_1",
        "critical_path_buf_inv_count": 1,
        "critPathSlowestCell": "clkdlybuf4s50_1",
        "crit_arrival_ps": 1050,
        "worstPathMaxFanout": 2,
        "cp.required_ps": 1280,
    },
    "route": {
        "ant_nets": 0,
        "wl_met3_um": 3,
        "vias": 127,
        "vias_per_cell": 1.87,
        "drt-total-wl_um": 318,
        "diodes": 0,
        "drt_pass1_iterations": 2,
        "dr.first_iter.drc_count": 3,
        "top_layer": "met4",
        "wl_met2_um": 169,
        "drc_errors": 0,
        "wl_per_cell_um": 4.68,
        "wl_met1_um": 137,
    },
    "power_and_ir_drop": {
        "internal_power_uw": 223,
        "p_leak_nw": 0.134,
        "power_frac_clock": 0.519,
        "p_switching_uw": 50.6,
        "power_frac_comb": 0.018,
        "vdd_drop_max_v": 0.0000938,
        "seqPwrFrac": 0.464,
        "powerDensity_mw_per_mm2": 883,
        "switching_share": 0.185,
        "fin_total_pwr_uw": 274,
    },
    "clock_tree": {
        "root_buffer": "clkbuf_4",
        "cts_resized": 0,
        "h-tree-depth": 1,
        "clk_latency_ps": 240,
        "clock_path_buffers": 2,
        "cts.sinks": 5,
        "postCtsSetupBuffers": 0,
        "hold_buffers": 0,
        "path_clk_slew_ps": 40,
        "cts_tree": "built",
        "numCtsBuffers": 3,
    },
    "final_timing": {
        "finalSetupTns_ps": 0,
        "fin_skew_ps": 2.57,
        "setup_viol": 0,
        "tightestPinTransition_ps": 192,
        "hold_viol_final": 0,
        "finalCriticalPeriod_ps": 1370,
        "relSlewSlack": 0.872,
        "clock.fmax_mhz": 728,
        "holdWs_ps": 285,
        "post-route-period-util": 0.858,
        "final_max_slew_viol_count": 0,
        "grt_setup_unrepaired": "no",
    },
    "synth": {
        "numSynthFlops": 5,
        "yosys_warnings": 0,
        "synthCells": 16,
        "yosys_cells": 16,
        "ys_types": 11,
        "syn_area_per_cell_um2": 12.9,
        "ys_seq_share": 0.606,
        "yosys_area_um2": 206,
        "syn-cell-area_um2": 206,
    },
    "worst_hold_path": {
        "hold_path_class": "primary input to asynchronous set/reset pin",
    },
    "job": {
        "cap_violations": 0,
        "warnings": 25,
    },
    "final_layout": {
        "most-common-layout-cells": "5 x dfrtp_1, 3 x clkbuf_4, 2 x inv_1, 2 x clkdlybuf4s50_1",
        "final_layout_size_suffix_gt1_frac": 0.182,
        "final_core_utilization": 0.0908,
        "area_growth_pct": 50.3,
        "stdcell_area_um2": 310,
        "layout.cells.most_common": "dfrtp_1",
    },
    "placement": {
        "routabilityCongestion": 0.711,
        "post_dp_cell_area_um2": 284,
        "port_buffers": 2,
    },
    "die": {
        "die_h_um": 80,
        "die_x_um": 80,
        "rows": 21,
        "design.die.area_mm2": 0.00640,
        "core_area_mm2": 0.00342,
        "fp-utilization": 0.0604,
        "io_pins": 3,
    },
    "global_route": {
        "grt.overflow.total": 0,
        "antenna_found_initial": 0,
        "grt_max_degree": 6,
        "grt_pass1_vias": 168,
        "track_usage": 0.0102,
        "grt_first_pass_wirelength_um": 572,
    },
    "status": {
        "status": "finished clean",
    },
}
## synth_stat cells (all sizes together)
cell | n | area share
and2b | 1 | 0.042
dfrtp | 5 | 0.61
inv | 2 | 0.036
a31oi | 1 | 0.030
and4b | 1 | 0.048
a311o | 1 | 0.048
ha | 1 | 0.061
xor2 | 1 | 0.042
xnor2 | 1 | 0.042
nand2 | 1 | 0.018
nand3 | 1 | 0.024
## metrics by stage
stage,instances,worst slack [ps]
floorplan,16,575
global placement,64,468
detailed placement,64,466
CTS,68,207
global route,68,187
finish,68,227
## cell families after synthesis
kind of cell	share of synthesized area
compound gates	0.0788
fa+ha+maj	0.0606
buf+inv	0.0364
xor+xnor	0.0849
flops	0.606
simple gates	0.133
## worst register-to-register path, stage by stage (launching register included)
cell,delay (ps)
dfrtp_1,380
ha_1,240
inv_1,60
a311o_1,300
## state kept, by name, summed over array words and instances (netlist names)
| register | count |
|---|---|
| cnt | 4 |
| pdm_clk | 1 |
## worst paths after layout
check                               startpoint                  end  slack (ps)  cells past startpoint
setup reg to reg              cnt[0]$_DFF_PP0_     cnt[3]$_DFF_PP0_         500                      3
min in group clk0          pdm_clk$_DFFE_PP0N_  pdm_clk$_DFFE_PP0N_         470                      1
hold reg to reg            pdm_clk$_DFFE_PP0N_  pdm_clk$_DFFE_PP0N_         470                      1
hold / removal                             rst     cnt[2]$_DFF_PP0_         290                      2
setup / recovery           pdm_clk$_DFFE_PP0N_              pdm_clk         230                      1
max in group asynchronous                  rst     cnt[0]$_DFF_PP0_        1140                      2
## final cells by class
class,count,area (um2)
fillers,407,3110
flip-flops and latches,5,125
multi-input cells,9,73.8
well taps,46,57.6
clock buffers,4,26.3
repair buffers,2,20.0
inverters,2,7.51
## metal layers
| layer | up-vias | track usage |
|---|---|---|
| met5 | - | 0 |
| met4 | 0 | 0.00880 |
| met3 | 2 | 0.00227 |
| met2 | 2 | 0.0177 |
| met1 | 56 | 0.0101 |
| li1 | 67 | - |
## power groups by stage
stage	clock network [mW]	logic, mW	registers [mW]
4_1_cts	0.149	0.00517	0.127
5_1_grt	0.156	0.00573	0.127
6_report	0.142	0.00491	0.127
Power is estimated from default activity; no workload was simulated.
