### ./design.v
`timescale 1ns / 1ps
module level_detector(
    input logic clk,
    input logic rst,
    input logic signed[15:0] sample_in,
    input logic sample_valid,
    input logic [15:0] threshold,
    output logic [15:0] level,
    output logic above_thresh,
    output logic level_ready
    );
   logic [15:0] abs_sample, peak, n_peak;
   logic [8:0]  cnt, n_cnt;
   logic [15:0] temp_level, n_temp_level;
   logic l_ready, n_l_ready;
   logic a_thresh, n_a_thresh;
    always_ff @(posedge clk or posedge rst) begin
        if (rst) begin
            cnt         <= '0;
            peak        <= '0;
            temp_level       <= '0;
            l_ready <= 0;
            a_thresh <= 0;
        end else begin
            cnt <= n_cnt;
            peak <= n_peak;
            temp_level <= n_temp_level;
            l_ready <= n_l_ready;
            a_thresh <= n_a_thresh;
        end
    end
    always_comb begin
        n_l_ready = 0;
        n_a_thresh = (level >= threshold);
        abs_sample = sample_in[15] ? (~sample_in + 1'b1) : sample_in;
        n_cnt = cnt;
        n_peak = peak;
        n_temp_level = temp_level;
        if (sample_valid) begin
            n_cnt = cnt + 1'b1;
            if (abs_sample > peak) 
                n_peak = abs_sample;
            if (&cnt) begin
                n_temp_level = peak;
                n_l_ready = 1'b1;
                n_peak = '0;
           end
       end
   end
   assign level = temp_level;
   assign above_thresh = a_thresh;
   assign level_ready = l_ready;
endmodule
### ./run.sh
#!/bin/bash
# OpenROAD 26Q1-2900-gdf79404cd8, Yosys 0.63+post, stock flow scripts
make -C /OpenROAD-flow-scripts/flow DESIGN_CONFIG=/design/flow/config.mk WORK_HOME=/design/flow/orfs finish
### ./config.mk
export PLATFORM = sky130hd
export DESIGN_NAME = level_detector
export DESIGN_NICKNAME = level_detector
export VERILOG_FILES = /design/flow/design.v
export SDC_FILE = /design/flow/constraint.sdc
export NUM_CORES = 4
export LEC_CHECK = 1
export CORE_UTILIZATION = 50
export SYNTH_HDL_FRONTEND = slang
### ./constraint.sdc
current_design level_detector

set clk_period 7.2
set clk_io_pct 0.2

create_clock -name clk0 -period $clk_period [get_ports {clk}]

set non_clock_inputs [all_inputs -no_clocks]
set_input_delay [expr $clk_period * $clk_io_pct] -clock clk0 $non_clock_inputs
set_output_delay [expr $clk_period * $clk_io_pct] -clock clk0 [all_outputs]
==> Slide: Implementation Results <==
Flow Results at a Glance

Global route
  • Gr ovfl total: 0
  • Total track usage: 0.2036
  • First-pass GRT wire length: 9384 um
  • Antenna violations before repair: 0
  • Vias in the first global route: 2097
  • Largest net degree at the start of global routing: 44

Setup path
  • Critical Path Start: sample_in[4]
  • Crit start category: input port
  • Maximum fanout along the worst path: 14
  • Kind of critical path: in2reg
  • Crit. End Element: flop
  • Required time worst endpoint: 7.42 ns
  • Worst reg2reg path startpoint: peak[13]
  • Critical path arrival: 5.13 ns

Route
  • Iteration-0 DRC Markers: 82
  • Initial DRT Pass Iterations: 4
  • Number of inserted diodes: 0
  • Via count: between 2000 and 2500
  • Drt drc: 0
  • DR WL/cell: 11.88 um
  • Via density: 5.035
  • Routed WL: around 5000 um
  • Final antenna-violating net count: 0

Die
  • Row Count: 26
  • Core area: 5205 um^2
  • Die x size: approximately 76 um
  • Chip footprint: 5837 um^2
  • Die height: roughly 76 um
  • I/O pin total: 53
  • FP Util: 0.5317

Final timing
  • Fin Clk Skew: 0.007396 ns
  • Final setup fails: 0
  • Final Critical Period: 4.916 ns
  • Crit share post-route: 0.6828
  • Hold slack: 0.4910 ns
  • Final setup TNS: 0 ns
  • RSZ-0062 raised after global routing: false
  • Worst Max-Slew Pin Slew: 0.5869 ns
  • Slew HR: 0.6075
  • Final Hold Viols: 0
  • F_max: a little over 0.2 GHz
  • Max-slew violation count: 0

Synth
  • Yosys stat cell total: 299
  • Distinct lib cells: 37
  • Synth Seq Share: 0.3888
  • Yosys chip area: 2768 um^2
  • Flops after synth: around 43
  • YS warnings: 0
  • Avg Cell Area, Syn: 9.256 um^2
  • Post-synthesis cell count: between 200 and 300
  • Netlist Area Pre-Place: around 2800 um^2

Clock tree
  • Hold Buf Count CTS: 0
  • CTS buffer count: 5
  • Setup repair bufs after CTS: 0
  • CTS H-tree lvls: 2
  • CTS Buffer Depth: 2
  • Late-Pin Clk Latency: 0.29 ns
  • CTS tree: yes
  • Post-cts resize count: 0
  • Root buffer cell: clkbuf_8
  • Reg clk slew, reported paths: ~0.070 ns
  • CTS Sinks: 43

Final layout
  • Share of layout cells above drive strength 1: 0.04816
  • Synth-to-Final Area Change: 24.05%
  • Fill count: 449
  • Final core occ: 0.6596

Flow run
  • MaxCap Viol Count: 0
  • Tool warning count: 26

Pwr
  • PD cells: approximately 230 nW/um^2
  • Largest vdd supply drop: around 110 uV
  • Leak: roughly 1.6 nW

Placement
  • HPWL after DPL: 3988 um
  • PortBufs: 52
  • GPL Wtd Cong: 0.8514

Outcome
  • Outcome: complete, no violations

Hold path
  • HP Start: cnt[7]
  • Worst Hold Class: reg2reg
[stage by stage]
stage / setup slack, ns / area [um^2] / std cells / power, W
after floorplan: 2.859 / 2768 / 299 / 0.0005630
after global placement: 1.996 / 3352 / 415 / 0.0006308
after detailed placement: 1.925 / 3352 / 415 / 0.0006391
after CTS: 2.223 / 3433 / 423 / 0.0007850
after global routing: 1.898 / 3433 / 423 / 0.0008516
final: 2.284 / 3433 / 423 / 0.0007772
[kinds of logic (layout without fill, tap and decap cells)]
group | after synthesis | in the layout | share of synthesized area
AND/OR/NAND/NOR | 84 | 84 | 0.1469
AND-OR/OR-AND | 67 | 67 | 0.1637
buffers and inverters | 47 | 101 | 0.06691
flip-flops | 43 | 43 | 0.3888
adder cells (fa/ha/maj) | 35 | 35 | 0.1582
XOR/XNOR | 20 | 20 | 0.06329
multiplexers | 3 | 3 | 0.01221
[cells in the final DEF (no fill, tap or decap), drive strengths merged, types with 2 or more instances in the layout]
cell and n:
clkdlybuf4s50 52, nand2 49, dfrtp 43, inv 39, ha 35, o21ai 24
xnor2 17, o2bb2ai 14, a21oi 11, nor2 7, nand4 7, clkbuf 7
nand3 5, nand2b 4, o31ai 4, a21o 4, nor3 4, xor2 3
mux2 3, o21a 3, nor4 2, o32ai 2, or3 2, buf 2
[registers in the layout, indices dropped and copies added, names as in the netlist]
name,count
above_thresh,1
cnt,9
level,16
level_ready,1
peak,16
[where the power goes]
part / total, W / internal (W) / switching [W]
combinational: 0.000293 / 0.000133 / 0.000160
sequential: 0.000338 / 0.000300 / 0.0000371
clock: 0.000146 / 0.0000681 / 0.0000781
total: 0.000777 / 0.000502 / 0.000275
[per-layer routing]
layer  share of wire  track usage  vias up
li1                -            -     1145
met3           0.048      0.03041        5
met1            0.53       0.3352      929
met5               0            0        -
met2            0.41       0.3072       51
met4           0.013      0.02115        0
[critical path, cell delays in order]
cell             delay, ns
clkdlybuf4s50_1       0.45
nor3_1                0.26
nor4b_1               0.35
nand2_1               0.17
o31ai_1               0.30
xnor2_1               0.13
ha_1                  0.32
nand4_2               0.14
or4_4                 0.58
o211a_4               0.30
nor3_4                0.51
o2bb2ai_1             0.18
[layout make-up]
| type | instances | area, um^2 | area share |
|---|---|---|---|
| Clock buffer | 7 | 76.32 | 0.02223 |
| Inverter | 39 | 146.4 | 0.04264 |
| Tap cell | 70 | 87.58 | 0.02551 |
| Clock inverter | 1 | 5.005 | 0.001458 |
| Sequential cell | 43 | 1076 | 0.3134 |
| Multi-Input combinational cell | 209 | 1506 | 0.4388 |
| Timing Repair Buffer | 54 | 535.5 | 0.1560 |
[Yosys cell counts, drive strengths merged]
library cell | instances | area [um^2]
o2111ai | 1 | 8.760
nor4 | 2 | 12.51
a211o | 1 | 8.760
nand2b | 4 | 25.02
buf | 2 | 16.26
nand4 | 7 | 50.05
ha | 35 | 437.9
nand2 | 49 | 183.9
o32ai | 2 | 17.52
clkbuf | 6 | 22.52
o31ai | 4 | 30.03
a21o | 4 | 30.03
xnor2 | 17 | 148.9
o211ai | 1 | 7.510
a2111oi | 1 | 8.760
o2bb2ai | 14 | 122.6
xor2 | 3 | 26.28
o21a | 3 | 22.52
and3 | 1 | 6.260
or3 | 2 | 12.51
inv | 39 | 146.4
nand3 | 5 | 25.02
o211a | 1 | 17.52
or4 | 1 | 11.26
o21ai | 24 | 123.9
nor2 | 7 | 33.78
dfrtp | 43 | 1076
a21oi | 11 | 55.05
mux2 | 3 | 33.78
nor3 | 4 | 31.28
nor4b | 1 | 8.760
nor2b | 1 | 6.260
[worst paths after layout]
path                             to  slack [ns]  depth (start not counted)
setup / recovery            peak[9]        2.28                         12
hold / removal               cnt[7]        0.49                          1
setup reg to reg            peak[9]        4.68                          7
hold reg to reg              cnt[7]        0.49                          1
max in group asynchronous  peak[11]        5.25                          3
min in group asynchronous    cnt[3]        1.58                          3
Power and IR drop assume default switching activity.
